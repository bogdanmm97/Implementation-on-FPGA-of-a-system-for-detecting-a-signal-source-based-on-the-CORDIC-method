$ cat design.v
module CRC #(	parameter length_in=48,  
					parameter length_gen=9,
					parameter length_rest=length_gen-1)
				( 	input clk,
					input rst,
					input [length_in-1:0] data_in,
					input en,
					output en_seriala,
					output [length_in+length_rest-1:0] data_out
				);
	reg [1:0] state = 2'b0;
	reg reg_en_seriala = 1'b0;
	wire [length_in+length_rest-1:0] m_zero = {data_in,8'b0}; 
	reg [length_gen-1:0 ] deimpartit = 9'b0;
	reg [7:0] count = 8'b1; 
	reg [length_rest-1:0] rest = 8'b0; 
	reg [length_gen-1:0] pol_gen = 9'b100110001;
	parameter idle = 2'b0;
	parameter start = 2'b01;
	parameter crc = 2'b10;
	parameter end_state = 2'b11;
	assign data_out = {data_in,rest};
	assign en_seriala = reg_en_seriala;
	always @(posedge clk) begin
		case (state)
			idle:  begin
				deimpartit <= 0;
				reg_en_seriala <=1'b0;
				count <= 8'b1;
				if (rst)
					state <= idle;
				else if(~rst && en)
					state <= start;
			end
			start: begin
				deimpartit <= {(m_zero[length_in+length_rest-1:length_in+length_rest-length_gen] ^ pol_gen) , m_zero[length_in+length_rest-length_gen-count]};
				count <= count + 1'b1;
				state <= crc;
			end
			crc: begin
				if ( count == length_in+length_rest-length_gen+1 ) begin 
					state <= end_state;
					count <= 0;
					if ( deimpartit[length_gen-1] == 1'b0 )
						rest <= (deimpartit[length_gen-2:0] ^ 8'b0); 
					else 
						rest <= (deimpartit[length_gen-2:0]  ^ pol_gen[length_gen-2:0]);
				end else if ( count < length_in+length_rest-length_gen+1 ) begin
					state <= crc;
					count <= count + 1'b1;
					if ( deimpartit[length_gen-1] == 1'b0 )
						deimpartit <=  {(deimpartit ^ 9'b0),m_zero[length_in+length_rest-length_gen-count]}; 
					else
						deimpartit <=  {(deimpartit ^ pol_gen),m_zero[length_in+length_rest-length_gen-count]};
				end
			end
			end_state: begin
				rest <= rest;
				state <= idle;
				reg_en_seriala <=1'b1;
			end
		endcase
	end
endmodule
$ cat run.sh
#!/bin/bash
# OpenROAD 26Q1-2900-gdf79404cd8, Yosys 0.63+post, stock flow scripts
make -C /OpenROAD-flow-scripts/flow DESIGN_CONFIG=/design/flow/config.mk WORK_HOME=/design/flow/orfs finish
$ cat config.mk
export PLATFORM = sky130hd
export DESIGN_NAME = CRC
export DESIGN_NICKNAME = CRC
export VERILOG_FILES = /design/flow/design.v
export SDC_FILE = /design/flow/constraint.sdc
export NUM_CORES = 4
export LEC_CHECK = 1
export CORE_AREA = 10 10 108 108
export DIE_AREA = 0 0 118 118
$ cat constraint.sdc
current_design CRC

set clk_period 4.1
set clk_io_pct 0.2

create_clock -name clk0 -period $clk_period [get_ports {clk}]

set non_clock_inputs [all_inputs -no_clocks]
set_input_delay [expr $clk_period * $clk_io_pct] -clock clk0 $non_clock_inputs
set_output_delay [expr $clk_period * $clk_io_pct] -clock clk0 [all_outputs]
==> run notes <==
Flow results.

- The fill cell instance count of the final layout is 977.
- The die width is 118 um.
- Across all stage logs, warnings added up to 29.
- The post-cts hold buffer count is 0.
- The die is 118 um tall.
- The core outline area is 9284 sq um.
- The number of antenna violations at the first check in global routing is 0.
- The vias after detailed routing is 1,640.
- The script parses the final routing iteration and logs DRC violations as 0.
- The via count of the first global-routing pass is 1,783.
- The clock latency on the worst-skew pair is 270 ps.
- The clock skew after layout is 1.641 ps.
- The headroom to the max-slew limit is 0.4630.
- Across every metal layer, demand over resource in global routing totals 0.08057.
- The timing report shows the most common cell along the critical path to be clkdlybuf4s50_1.
- The number of buffers inserted by port buffering is 107.
- The buffers inserted during post-CTS setup optimization is 0.
- The flow ran to the end, and the final reports show no timing, DRC or antenna violations.
- In the final routed layout, each cell accounts on average for 15.52 um.
- The TritonCTS clock tree is built.
- The share of flip-flops with an asynchronous set or reset is 0.
- The total of max-cap violations is 0.
- Based on the critical path, the design can be clocked at up to 371.3 MHz.
- The count of flip-flops with a built-in enable after synthesis is 28.
- The worst setup path is captured at an output pin.
- By startpoint and endpoint, the worst setup path is classified as in -> out.
- From synthesis to final layout, the design area changed by 41.19%.
- The peak supply drop is 214.2 uV.
- The total buffers and inverters traversed by the critical path is 2.
- The share of the clock period used by the worst path is 0.6570.
- The final total power is 1.529 mW.
- The slack of the worst reg-to-reg path is 1830 ps.
- In the floorplan report the effective utilization is 0.2340.
- The yosys cell count is 198.
- The worst path meets setup with 1406 ps of slack.
- The gate family responsible for the most delay along the worst path is buffers and inverters.
- The synthesized area is 2172 sq um.
- The area of the synthesized netlist per yosys stat is 2172 sq um.
- Counting endpoints that fail hold in the final report gives 0.
- The post-detailed-placement half-perimeter wirelength is 4898 um.
- Setup repair after global routing left no endpoint under its margin.
- Timing analysis after detailed placement gives a worst setup slack of 1395 ps.
- The number of gates resized after CTS is 0.
- The highest fanout seen on the critical path is 3.
- For this block, the initial DRC count from the detailed router was 60.
- The max-slew violation count is 0.
- The worst hold margin is 460.3 ps.
- The path class of the lowest-slack min-delay path is reg -> reg.
- The synthesized instance count is 198.
- The post-synthesis sequential element count is 28.
- The warning tally printed by Yosys for this design is 1.
- Per Yosys stat, the portion of area used by sequential elements is 0.3871.
- After detailed routing, the total wire length is 5945 um.
- The tree is rooted in a clkbuf_8.
- The startpoint type of the worst setup path is an input port.
- The end-of-flow timing check tallies setup violations at 0.
- The total overflow left after global routing is 0.
- The first global-routing pass estimated 9211 um of wire.
- Data arrives at the worst endpoint at 1870 ps.
- The maximum buffer depth of the clock tree is 2.
- In the final layout, the share of cells above drive strength 1 is 0.04724.
- The mean post-synth cell area is 10.97 sq um.
- The standard cell with the maximum stage delay on the critical path is clkdlybuf4s50_1.
- The via-per-instance ratio is 4.282.
- The data required time reported for the critical path is 3280 ps.
- The shortest period the worst path allows is 2694 ps.
- At the pin with the least slew margin, the transition time is 803.8 ps.
- Once detail routing completed, the nets flagged for antenna violations numbered 0.
- The CTS clock-pin slew for the worst setup and hold paths is 90 ps.
- Yosys mapped the design onto 35 distinct sky130hd cell types.
- The number of diodes is 0.
- The maximum number of pins on one net before global-route repair is 19.
- The die covers 13,920 sq um.
- In this run, CTS created clock tree buffers numbering 3.
- Clock tree synthesis found a total of 28 sinks.
- The flip-flop cell with the highest count after synthesis is edfxtp_1.
- The total negative slack for setup checks is 0 ps.
- The number of standard-cell rows in the floorplan is 35.
- The static leakage is 1.125 nW.
- In this run the critical path is formed by clkdlybuf4s50_1 > clkdlybuf4s50_1.
- 108 I/O pins were placed.
- The depth of the CTS H-tree is 1.
- For this run, the detailed router's first-pass iteration total came to 4.
- The flow reported a cell area power density of 498.6 nW/um^2.
- RePlAce ended its routability-driven mode at a weighted congestion of 0.7741.
- For this run, the share of the core covered by cells in the final layout is 0.3303.
- The delay of the slowest cell on the worst path is 550 ps.
[cells in the mapped netlist, types with 5 or more instances]
master    count  share of area
buf_4        48           0.17
edfxtp_1     28           0.39
nor2_1       21          0.036
nand3_1      10          0.023
ha_1          7          0.040
inv_1         7          0.012
mux2i_1       7          0.032
mux4_1        7          0.085
a22oi_1       6          0.021
nor2b_1       6          0.017
xor2_1        6          0.024
a21oi_1       5          0.012
[layout by cell type (no fill, tap or decap), types with 2 or more instances in the layout]
cell type,instances
clkdlybuf4s50_1,107
edfxtp_1,28
nor2_1,21
nand3_1,10
inv_1,7
mux4_1,7
mux2i_1,7
ha_1,7
xor2_1,6
nor2b_1,6
a22oi_1,6
a21oi_1,5
nand2_1,4
xnor2_1,4
mux2_2,4
clkbuf_8,3
and3_1,2
nand2b_1,2
o21ai_0,2
o31ai_1,2
[where the power goes]
part / total, mW / switching, mW / internal, mW
clock network: 0.215 / 0.0848 / 0.131
logic: 0.715 / 0.360 / 0.355
registers: 0.598 / 0.119 / 0.479
[worst paths after layout]
kind                        endpoint  cells past startpoint               startpoint
setup / recovery        data_out[50]                      2              data_in[42]
hold / removal     rest[1]$_DFFE_PP_                      0  deimpartit[1]$_DFFE_PP_
setup reg to reg  count[5]$_DFFE_PP_                      4       count[2]$_DFFE_PP_
hold reg to reg    rest[1]$_DFFE_PP_                      0  deimpartit[1]$_DFFE_PP_
[area by class of cell]
class | count | area, sq um | share of cell area
Sequential cell | 28 | 840.8 | 0.2742
Inverter | 8 | 30.03 | 0.009792
Tap cell | 129 | 161.4 | 0.05263
Clock inverter | 1 | 30.03 | 0.009792
Multi-Input combinational cell | 106 | 884.6 | 0.2885
Clock buffer | 3 | 41.29 | 0.01346
Timing Repair Buffer | 108 | 1079 | 0.3517
[registers in the layout, indices dropped and copies added (netlist names)]
name            count
deimpartit          9
count               8
rest                8
state               2
reg_en_seriala      1
[metrics by stage]
step                std cells  cell area, sq um
floorplan                 198              2172
global placement          379              2995
detailed placement        379              2995
CTS                       383              3067
global route              383              3067
finish                    383              3067
[metal layers]
layer  GRT usage  share of wire  routed length, um
met1     0.09412           0.41               2419
met2      0.1322           0.44               2616
met3     0.04375           0.14                840
met4    0.008501          0.011                 68
met5           0              0                  0
[cell families after synthesis]
group                    after synthesis  share of synthesized area
flip-flops                            28                     0.3871
buffers and inverters                 64                     0.2056
AND/OR/NAND/NOR                       49                     0.1100
adder cells (fa/ha/maj)                7                    0.04032
AND-OR/OR-AND                         21                    0.06855
multiplexers                          19                     0.1480
XOR/XNOR                              10                    0.04032
Power is estimated from default activity; no workload was simulated.
