==> flow/design.v <==
module val_prag_adc(
	input clk_fpga,
	input in_d0, 
	input in_d1, 
	input en_trs,
	input rst,
	input end_trs_on,
	input end_trs_off,
	output en_maxim,
	output [23:0] d_rcv,
	output s_clk,
	output cs
    );
	reg [2:0] state=0;
	reg reg_cs =1'b1;
	reg [2:0] count_s_clk = 3'b0;
	reg clk_pos=0;
	reg clk_ox=0;
	reg clk_zz=0;
	reg [11:0] data_reg = 12'b0;
	reg [11:0] data_reg2 = 12'b0;
	reg [4:0] nr_bit = 5'b0;
	reg [4:0] count_again = 5'b0;
	reg reg_en_maxim =1'b0;
	reg [11:0] nr_es = 12'b0;
	reg [2:0] regiune = 3'b111;
	reg [23:0] x_and_y = 24'b0; 
	parameter [2:0] idle = 3'b0;
	parameter [2:0] start = 3'b1;
	parameter [2:0] receive = 3'b010;
	parameter [2:0] next_or_stop = 3'b011;
	parameter [2:0] final_st = 3'b100;
	assign d_rcv = x_and_y;
	assign cs = reg_cs;
	assign s_clk = (count_s_clk == 3'b010) ? clk_zz : (clk_pos ^ clk_ox); 
	assign en_maxim = reg_en_maxim;
	always @(negedge clk_fpga) begin	
		 if(((en_trs==1'b1) || (state == start) || (state == receive) || (state == next_or_stop)) && (state != final_st))
			clk_zz <= clk_ox;
	end
	always @(posedge  clk_fpga) begin
		if(rst) begin
			count_s_clk <=3'b0;
			clk_pos <= 1'b0;
			clk_ox <=1'b0;
		end else if (((en_trs==1'b1) || (state == start) || (state == receive) || (state == next_or_stop)) && (state != final_st)) begin
				if (count_s_clk == 3'b100) begin
					count_s_clk <=3'b0;
					clk_pos <= 1'b1;
				end else begin
					count_s_clk <= count_s_clk + 1'b1;
					clk_pos <= 1'b0;
				end
					clk_ox <= clk_pos;
				end
		if (count_s_clk == 3'b010) begin
				clk_pos <= 1'b0;
				clk_ox <=1'b0;
		end	
		case (state)
			idle: begin
				reg_en_maxim=1'b0;
				reg_cs <= 1'b1;
				data_reg <= 12'b0;
				data_reg2 <= 12'b0;
				x_and_y <= 24'b0;
				nr_bit <= 5'b0;
				if (rst)
					state <= idle;
				else
					state <= (en_trs) ? start : idle;
			end
			start: begin
					if (clk_pos==1'b1) begin
						reg_cs <= 1'b0;
						state <= receive;
					end else
						state <= start;
			end
			receive : begin
					if(nr_bit == 5'b10000) 
						if (count_s_clk==3'b011) begin
							state <= next_or_stop;
							nr_bit <= 5'b0;
						end else
							state <= receive;
					else begin
						if (count_s_clk == 3'b010) begin
								data_reg <= {data_reg[10:0],in_d0}; 
								data_reg2 <= {data_reg2[10:0],in_d1}; 
								nr_bit <= nr_bit+1'b1;
								state <= receive ;
						end
					end
			end
			next_or_stop: begin	
					reg_cs <= 1'b1;
					if (count_again == 5'b10100) begin
						count_again <= 5'b0;
						state <= final_st;
					end else begin
						state <= next_or_stop;
						count_again <= count_again + 1'b1;
					end	
			end
			final_st : begin
				clk_pos <= 1'b0;
				if (nr_es <= 12'd999) begin
					state<=idle;
					x_and_y <= {data_reg2,data_reg};
					reg_en_maxim=1'b1;
					nr_es <= nr_es +1'b1;
				end else begin
					reg_en_maxim=1'b0;
					x_and_y <=0;
					if ((end_trs_on) || (end_trs_off)) begin 
						state <=idle;
						nr_es <= 0;
					end else 
						state <=final_st;
				end
			end
		endcase
	end
endmodule
==> flow/run.sh <==
#!/bin/bash
# OpenROAD 26Q1-2900-gdf79404cd8, Yosys 0.63+post, stock flow scripts
make -C /OpenROAD-flow-scripts/flow DESIGN_CONFIG=/design/flow/config.mk WORK_HOME=/design/flow/orfs finish
==> flow/config.mk <==
export PLATFORM = sky130hd
export DESIGN_NAME = val_prag_adc
export DESIGN_NICKNAME = val_prag_adc
export VERILOG_FILES = /design/flow/design.v
export SDC_FILE = /design/flow/constraint.sdc
export NUM_CORES = 4
export LEC_CHECK = 1
export CORE_UTILIZATION = 40
==> flow/constraint.sdc <==
current_design val_prag_adc

set clk_period 5.6
set clk_io_pct 0.2

create_clock -name clk0 -period $clk_period [get_ports {clk_fpga}]

set non_clock_inputs [all_inputs -no_clocks]
set_input_delay [expr $clk_period * $clk_io_pct] -clock clk0 $non_clock_inputs
set_output_delay [expr $clk_period * $clk_io_pct] -clock clk0 [all_outputs]
==> notes.md <==
Implementation numbers.

- The number of I/O port buffers is 33.
- After clock tree synthesis, the repair step resized 0 gates.
- The commonest register cell after synthesis is sky130_fd_sc_hd__edfxtp_1.
- The run finished with clean final reports.
- After global routing the overflow that remains totals 0.
- The report puts the cell count of the worst reg-to-reg path at 2.
- The clock insertion delay at the later pin of the skew report is roughly 0.38 ns.
- The routed design shows a wire length per standard cell of ~13 um.
- The vertical die dimension reported for this design is around 98 um.
- The layer flagged by global routing as most heavily used is met1.
- After the flow finishes, the layout carries non-filler instances totaling between 400 and 500.
- Summing internal, switching and leakage power gives 2.194 mW.
- The largest buffer count on any clock path is 2.
- The static leakage is around 1.5 nW.
- TritonCTS built the clock tree.
- The I/O pin count is 34.
- Post-synthesis, Yosys gives the total cell area as between 3000 and 4000 um2.
- The first global-routing pass estimated 9901 um of wire.
- The area of all placed cells without fillers is between 4000 and 5000 um2.
- STA shows the worst min-delay path finishing at clk_ox$_SDFFE_PP0P_.
- The synth_stat.txt file lists the number of cells as about 280.
- The final layout contains routed wiring with a total length of 5821 um.
- The hold-critical path depth is 2.
- The area of the mapped netlist is about 3700 um2.
- The slew at the pin closest to its max-slew limit is approximately 0.8 ns.
- The routed design shows a via density per instance of a little over 5.
- The hold-fix buffer count after cts is 0.
- The async set-reset flop share out of synthesis is 0%.
- Leaving out buffers and inverters, the combinational logic in the layout accounts for 1189 um2.
- The critical path data required time is approximately 4.5 ns.
- The total core area is 8806 um2.
- Counting pins that exceed their max-slew limit in the final report gives 0.
- The run reported a max-capacitance violation count of 0.
- The minimum setup slack among reg-to-reg paths is 1.13 ns.
- Counting flops per register, the top entry is x_and_y.
- The iteration tally of the first detailed-router pass is 21.
- In this run the critical register-to-register path is captured at clk_zz$_DFFE_NP_.
- The floorplan step set the die width to about 98 um.
- The filler cell count is between 700 and 800.
- The met3 capacity usage during global routing is ~2.6%.
- The synthesis-stage register bit count is just over 80.
- The cell count after synthesis is between 200 and 300.
- The final weighted congestion in routability-driven placement is 0.8095.
- The logs give a warning total of 30.
- The number of setup buffers added after CTS is 0.
- The total number of yosys warnings is 1.
- The tightest hold path in the finished design has a slack of 0.5217 ns.
- The post-synthesis area per instance is 13.01 um2.
- The count of unique library cells instantiated by Yosys is about 46.
- For this run, the total global-route usage over all layers was measured as 13.57%.
- Including well taps, the total number of placed cells is about 420.
- The post-CTS clock slew at the launch and capture registers of the worst setup and hold paths is about 0.080 ns.
- TritonCTS created 9 clock buffers.
- The total negative setup slack is 0 ns.
- Detailed placement finished with a half-perimeter wire length of approximately 3600 um.
- Setup repair after global routing left no endpoint under its margin.
- Clock skew on the completed layout was measured at 0.04044 ns.
- The number of flip-flops under the largest register name is 24.
- Between the synthesized netlist and the finished layout, the area growth was recorded as 19.40%.
- CTS built an H-tree with a depth of 3.
- The antenna cell count is 0.
- The instance area after placement is between 4000 and 5000 um2.
- The number of routed nets with antenna violations is 0.
- The routed layout reports a DRC error count of 0.
- Of the cells placed in the final design, the portion with a size suffix greater than 1 is a little under 8%.
- The core utilization at floorplan is approximately two fifths.
- The pin count of the biggest net entering global routing is 28.
- Registers take ~2400 um2.
- The final-report setup violation count is 0.
- The arrival time at the worst endpoint is 4.11 ns.
- In the final report, the number of hold violations comes to 0.
- In the setup report, the worst path falls into the class reg2out.
- The maximum net fanout on the critical path is 1.
- TritonCTS reports the number of clock sinks as 81.
- The maximum VDD drop is about 0.21 mV.
- Counting flops with a built-in enable in the synthesized netlist gives 76.
- The startpoint identified for the worst register-to-register timing path is state[0]$_DFFE_PP_.
- The met1 layer usage reported by global route is approximately 25%.
- The via count of the first global-routing pass was approximately 2100.
- The share of the Yosys chip area taken by registers is between 60% and 70%.
- The chip area is 9527 um2.
- The initial antenna violation count was 0.
- After the first detailed-routing iteration, the DRC count stood at between 60 and 70.
- The routed layout has 2258 vias.
- The startpoint of the lowest-slack hold path is clk_ox$_SDFFE_PP0P_.
- The met2 demand-to-capacity share in global routing is roughly a fifth.
- Measured against its own limit, the worst slew margin works out to 45.72%.
- Per the CTS log, the root buffer master is sky130_fd_sc_hd__clkbuf_8.
- The number of core rows is 34.
- The nature of the critical path startpoint is a register.
- According to the hold report, the worst path is of the reg2reg type.
- The endpoint kind of the worst setup timing path is a primary output.
- The power per cell area is 502.5 nW/um2.
==> per-layer routing <==
layer / up-vias / wire [um]
met5: - / 0
met4: 0 / 98
met3: 8 / 239
met2: 52 / 2504
met1: 1091 / 2979
li1: 1107 / -
==> Yosys cell counts (all sizes together) (2+ instances only) <==
cell type,instances,area share (%)
edfxtp,76,62
and2,50,8.6
a21oi,16,2.2
nor2,14,1.4
inv,13,1.3
o211ai,10,2.1
o21ai,10,1.4
ha,9,3.1
nand2,8,0.82
nand3,8,1.1
clkbuf,6,0.62
dfxtp,5,2.7
xor2,5,1.2
nor3,4,0.55
xnor2,4,0.96
buf,3,0.75
nand2b,3,0.51
a211oi,2,0.75
a31oi,2,0.34
a32oi,2,0.48
and3b,2,0.48
nand4,2,0.34
nor2b,2,0.34
nor4bb,2,0.55
o21a,2,0.41
or2,2,0.34
or3,2,0.34
or4,2,0.41
==> worst max path at each step <==
| stage | from | endpoint | slack, ns | cells past startpoint |
|---|---|---|---|---|
| after global routing | clk_zz$_DFFE_NP_ | s_clk | 0.28 | 3 |
| final | clk_zz$_DFFE_NP_ | s_clk | 0.37 | 3 |
| after CTS | clk_zz$_DFFE_NP_ | s_clk | 0.35 | 3 |
==> worst max-delay path, stage by stage, from the launching register on <==
cell	delay, ns
sky130_fd_sc_hd__edfxtp_1	0.31
sky130_fd_sc_hd__nor2_1	0.04
sky130_fd_sc_hd__a21oi_1	0.11
sky130_fd_sc_hd__clkdlybuf4s50_1	0.47
==> cell usage in the layout, fill, tap and decap left out, drive strengths merged, types with 2 or more instances in the layout <==
cell / synthesis / routed
buf: 3 / 5
or3: 2 / 2
dfxtp: 5 / 5
nand3: 8 / 8
o21ai: 10 / 10
clkdlybuf4s50: 0 / 33
nor2: 14 / 14
nand2: 8 / 8
a211oi: 2 / 2
a21oi: 16 / 16
ha: 9 / 9
o21a: 2 / 2
xnor2: 4 / 4
a32oi: 2 / 2
a31oi: 2 / 2
nor2b: 2 / 2
inv: 13 / 14
conb: 1 / 2
edfxtp: 76 / 76
or2: 2 / 2
nand2b: 3 / 3
bufinv: 0 / 3
nand4: 2 / 2
o211ai: 10 / 10
nor3: 4 / 4
or4: 2 / 2
nor4bb: 2 / 2
and2: 50 / 50
xor2: 5 / 5
and3b: 2 / 2
clkbuf: 6 / 10
==> per-stage QoR <==
step | util, % | setup slack (ns)
after CTS | 49.57 | 0.3465
after floorplan | - | 0.9194
after global routing | 49.57 | 0.2765
after global placement | 46.82 | 0.4407
final | 49.57 | 0.3664
after detailed placement | 46.82 | 0.3853
==> logic make-up after synthesis <==
logic type / after synthesis / synth area share, %
adders and majority gates: 9 / 3.080
AOI/OAI and AO/OA: 50 / 9.001
other: 1 / 0.1026
xor gates and xnor gates: 9 / 2.156
and+or+nand+nor: 108 / 17.52
DFF: 81 / 65.16
muxes: 1 / 0.2738
buffers and inverters: 22 / 2.703
==> power breakdown <==
part,switching [mW],total (mW),internal (mW)
clock network,0.218,0.517,0.300
registers,0.138,1.12,0.982
logic,0.277,0.556,0.279
==> final cells by class <==
class / instances / area share (%)
timing repair buffer: 38 / 8.426
tap: 108 / 3.095
multi-input combinational: 179 / 27.23
inverter: 12 / 1.032
clock inverter: 7 / 2.723
sequential: 81 / 54.57
clock buffer: 10 / 2.923
Power and IR drop assume default switching activity.
